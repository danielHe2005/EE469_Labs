File: design/flow/config.mk
export PLATFORM = sky130hd
export DESIGN_NAME = controlUnit
export DESIGN_NICKNAME = controlUnit
export VERILOG_FILES = /design/flow/design.v
export SDC_FILE = /design/flow/constraint.sdc
export NUM_CORES = 4
export LEC_CHECK = 1
export CORE_AREA = 10 10 71 71
export DIE_AREA = 0 0 81 81
File: design/flow/constraint.sdc
current_design controlUnit

set clk_period 3.9
set clk_io_pct 0.2

create_clock -name clk0 -period $clk_period

set non_clock_inputs [all_inputs -no_clocks]
set_input_delay [expr $clk_period * $clk_io_pct] -clock clk0 $non_clock_inputs
set_output_delay [expr $clk_period * $clk_io_pct] -clock clk0 [all_outputs]
File: design/flow/design.v
module controlUnit(opcode, BrTaken, UnCondBr, RegWrite, setFlags, MemWrite, MemToReg, ALUSrc, ITypetoB, Reg2Loc, shiftTrue, NegativeFlag, OverflowFlag, ZeroALUFlag, MemRead, ALUOp);
	input logic [10:0] opcode;
	input logic NegativeFlag, OverflowFlag, ZeroALUFlag;
	output logic BrTaken, UnCondBr, RegWrite, setFlags, MemWrite, MemToReg, ALUSrc, ITypetoB, Reg2Loc, shiftTrue, MemRead;
	output logic [2:0] ALUOp;
	always_comb begin
		BrTaken = 0;
		MemRead = 0;
		UnCondBr = 0;
		RegWrite = 0;
		setFlags = 0;
		MemWrite = 0;
		MemToReg = 0;
		ALUSrc = 0;
		ITypetoB = 0;
		Reg2Loc = 0;
		shiftTrue = 0;
		ALUOp = 3'b000;
		if((opcode >= 11'h0A0) & (opcode <= 11'h0BF))begin  
			BrTaken = 1;
			UnCondBr = 1;
		end else if(((opcode >= 11'h2A0) & (opcode <= 11'h2A7))|((opcode >= 11'h5A0)&(opcode <= 11'h5AF))) begin  
			case(opcode[10:3])
				8'h54: begin  
						BrTaken = NegativeFlag ^ OverflowFlag;
				end
				8'hB4: begin  
						BrTaken = ZeroALUFlag;
				end
			endcase
		end else if(((opcode >= 11'h450) & (opcode <= 11'h458))|((opcode >= 11'h4D6)&(opcode <= 11'h558))|((opcode >= 11'h650)&(opcode <= 11'h658))|((opcode >= 11'h69A)&(opcode <= 11'h758)))begin  
			RegWrite = 1;
			Reg2Loc = 1;
			case(opcode)
				11'h450: begin  
						ALUOp = 3'b100;
				end
				11'h558: begin  
						setFlags = 1;
						ALUOp = 3'b010;
				end
				11'h650: begin  
						ALUOp = 3'b110;
				end
				11'h69A: begin  
						shiftTrue = 1;
				end
				11'h758: begin  
						setFlags = 1;
						ALUOp = 3'b011;
				end
			endcase
		end else if((opcode >= 11'h488)&(opcode <= 11'h491)) begin  
			RegWrite = 1;
			ALUSrc = 1;
			ITypetoB = 1;
			ALUOp = 3'b010;
		end else if((opcode >= 11'h7C0)&(opcode <= 11'h7C2)) begin  
			ALUSrc= 1;
			ALUOp = 3'b010;
			case(opcode)
				11'h7C0: begin  
					MemWrite = 1;
				end
				11'h7C2: begin  
					RegWrite = 1;
					MemRead = 1;
					MemToReg = 1;
				end
			endcase
		end
	end
endmodule
module controlUnit_tb();
	logic [10:0] opcode;
	logic BrTaken, UnCondBr, RegWrite, setFlags, MemWrite, MemToReg, ALUSrc, ITypetoB, Reg2Loc, shiftTrue, NegativeFlag, OverflowFlag, ZeroALUFlag, MemRead;
	logic [3:0] ALUOp;
	controlUnit dut(.opcode, .BrTaken, .UnCondBr, .RegWrite, .setFlags, .MemWrite, .MemToReg, .ALUSrc, .ITypetoB, .Reg2Loc, .shiftTrue, .NegativeFlag, .OverflowFlag, .ZeroALUFlag, .MemRead, .ALUOp);
endmodule
File: design/flow/run.sh
#!/bin/bash
# OpenROAD 26Q1-2900-gdf79404cd8, Yosys 0.63+post, stock flow scripts
make -C /OpenROAD-flow-scripts/flow DESIGN_CONFIG=/design/flow/config.mk WORK_HOME=/design/flow/orfs finish
==> results.txt <==
Dominant cell area share -> 0.0784
Worst Setup End Kind -> primary output
Hold Fails Final Rpt -> 0
Drt drc -> 0
Final non-filler cell total -> 141
Synth Cell Area -> 447 um2
Tool warnings -> 32
Worst hold path class -> in -> out
Worst Hold Depth -> 4
Total power -> 53.9 uW
Placed instance area -> 778 um2
GR Util All Layers -> 0.0503
Fin. max-slew vios -> 0
Global-route wire length before repair -> 2.79 mm
Core Area -> 3630 um2
Ports -> 28
Via count -> 573
Top cells by area -> nand3_1, nand2_1, nor2_1
Vias in the first global route -> 604
Most frequent cell after synthesis -> nand2_1
Arrival @ worst endpoint -> 2.82 ns
Synth warn -> 1
Share of cells above drive strength 1 -> 0.108
Synth area leader -> nand3_1
Height of the chip -> 81 um
Gpl congestion -> 0.819
Number of max-cap violations -> 0
ANT nets after route -> 0
Fmax -> 278 MHz
# hold bufs at CTS -> 0
CP required -> 3.12 ns
WS Path Type -> in -> out
Sequential cells -> 0
Core Rows -> 22
Clkbuf count -> 0
Hold Slack -> 2.63 ns
Slew Limit Headroom -> 0.664
Die W -> 81 um
N_diodes -> 0
WL final -> 1.65 mm
Worst-Margin Slew -> 0.500 ns
Area Overhead vs Synth -> 74.2%
Synth Seq Share -> 0
Min Clock Period, post-route -> 3.60 ns
Setup TNS -> 0 ns
# setup viols final -> 0
Final Instance Area -> 778 um2
Routed len/inst -> 11.7 um
Startpoint Class -> input pin
Starting Density -> 0.123
First-pass DRT Iterations -> 4
Setup bufs post-CTS -> 0
Pin count of the biggest net entering global routing -> 12
Register area -> 0 um2
Chip Area, Yosys -> 447 um2
Pwr dens -> 69.3 nW/um2
Avg Inst Size Synth -> 6.57 um2
Placed cell count -> 141
Crit-path max FO -> 3
Chip area -> 6560 um2
GRT overflow -> 0
RSZ-0062 raised after global routing -> false
Fill count -> 418
Netlist cell types -> 34
Yosys cell count -> 68
Syn Inst Count -> 68
Post-cts gate resize count -> 0
Run status -> complete, no violations
Vias per inst -> 4.06
Iter 0 DRT Violations -> 12
DP HPWL -> 1.40 mm
Leakage power total -> 0.000269 uW
Synth cell count leaders -> nand2_1, nand3_1, nor2_1
Crit share post-route -> 0.922
Initial antenna violation count -> 0
Peak VDD IR -> 0.0000390 V
PortBufs -> 28
-- logic make-up after synthesis --
kind of cell	Yosys count	synth area share
AOI/OAI and AO/OA	17	0.286
xor gates and xnor gates	1	0.0196
buffers and inverters	8	0.104
and+or+nand+nor	42	0.591
-- critical path, stage by stage --
cell and delay [ns]:
clkdlybuf4s50_1 0.42, or4b_4 0.55, nor4_4 0.35, a31o_4 0.14
o21bai_2 0.10, clkdlybuf4s50_1 0.47
-- layer usage --
layer / up-vias / track usage / part of all wire
li1: 305 / - / -
met2: 13 / 0.0955 / 0.51
met1: 255 / 0.0582 / 0.43
met5: - / 0 / 0
met4: 0 / 0 / 0
met3: 0 / 0.0134 / 0.059
-- report_power, final --
| group | internal, uW | switching (uW) | total [uW] |
|---|---|---|---|
| logic | 29.5 | 24.4 | 53.9 |
| clock network | 0 | 0 | 0 |
| registers | 0 | 0 | 0 |
-- worst paths after layout --
| check | start | end | slack (ns) |
|---|---|---|---|
| min | opcode[5] | ITypetoB | 2.63 |
| max | opcode[6] | ALUOp[1] | 0.30 |
-- stage by stage --
stage | setup slack, ns | utilization
after global placement | 0.301 | 0.214
after CTS | 0.276 | 0.214
after global routing | 0.186 | 0.214
after floorplan | 1.20 | -
after detailed placement | 0.282 | 0.214
final | 0.304 | 0.214
-- cell type report --
| cell class | instances | area (um2) | share of cell area |
|---|---|---|---|
| timing repair buffer | 33 | 318 | 0.408 |
| tap | 48 | 60.1 | 0.0772 |
| multi-input combinational | 60 | 400 | 0.514 |
-- cells in the final DEF (no fill, tap or decap), types with 2 or more instances in the layout --
master / instances
nand2b_1: 4
nor2_1: 7
o211ai_1: 2
nand3_1: 7
buf_4: 5
nor2b_1: 2
nor3_1: 2
a21o_1: 2
nand2_1: 8
nor4_1: 2
a21oi_1: 5
clkdlybuf4s50_1: 28
Power is estimated from default activity; no workload was simulated.
