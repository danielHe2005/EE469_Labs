==> design/flow/design.v <==
module forwardingControlUnit(instructionReg, instructionExec, instructionMem, AForward, BForward);
	input logic [31:0] instructionReg, instructionExec, instructionMem;
	output logic [1:0] AForward, BForward;  
	always_comb begin
		AForward = 0;
		BForward = 0;
		if(instructionReg[9:5] != 5'd31)begin
			if((((instructionExec[31:21] >= 11'h488)&(instructionExec[31:21] <= 11'h491))|(((instructionExec[31:21] >= 11'h450) & (instructionExec[31:21] <= 11'h458))|
			((instructionExec[31:21] >= 11'h4D6)&(instructionExec[31:21] <= 11'h558))|((instructionExec[31:21] >= 11'h650)&(instructionExec[31:21] <= 11'h658))|
			((instructionExec[31:21] >= 11'h69A)&(instructionExec[31:21] <= 11'h758))))&(instructionExec[4:0] == instructionReg[9:5]))begin  
				AForward = 1;
			end else if((((instructionMem[31:21] >= 11'h488)&(instructionMem[31:21] <= 11'h491))|(((instructionMem[31:21] >= 11'h450) & (instructionMem[31:21] <= 11'h458))|
			((instructionMem[31:21] >= 11'h4D6)&(instructionMem[31:21] <= 11'h558))|((instructionMem[31:21] >= 11'h650)&(instructionMem[31:21] <= 11'h658))|
			((instructionMem[31:21] >= 11'h69A)&(instructionMem[31:21] <= 11'h758)))|(instructionMem[31:21] == 11'h7C2))&(instructionMem[4:0] == instructionReg[9:5]))begin  
				AForward = 2;
			end
		end
		if(((instructionReg[31:24] == 8'hB4)|(instructionReg[31:24] == 8'hB5)|(instructionReg[31:21] == 11'h7C0))&(instructionReg[4:0] != 5'd31))begin  
			if((((instructionExec[31:21] >= 11'h488)&(instructionExec[31:21] <= 11'h491))|(((instructionExec[31:21] >= 11'h450) & (instructionExec[31:21] <= 11'h458))|
				((instructionExec[31:21] >= 11'h4D6)&(instructionExec[31:21] <= 11'h558))|((instructionExec[31:21] >= 11'h650)&(instructionExec[31:21] <= 11'h658))|
				((instructionExec[31:21] >= 11'h69A)&(instructionExec[31:21] <= 11'h758))))&(instructionExec[4:0] == instructionReg[4:0]))begin
				BForward = 1;
			end else if((((instructionMem[31:21] >= 11'h488)&(instructionMem[31:21] <= 11'h491))|(((instructionMem[31:21] >= 11'h450) & (instructionMem[31:21] <= 11'h458))|
				((instructionMem[31:21] >= 11'h4D6)&(instructionMem[31:21] <= 11'h558))|((instructionMem[31:21] >= 11'h650)&(instructionMem[31:21] <= 11'h658))|
				((instructionMem[31:21] >= 11'h69A)&(instructionMem[31:21] <= 11'h758)))|(instructionMem[31:21] == 11'h7C2))&(instructionMem[4:0] == instructionReg[4:0]))begin
				BForward = 2;
			end
		end
		if((((instructionReg[31:21] >= 11'h450) & (instructionReg[31:21] <= 11'h458))|((instructionReg[31:21] >= 11'h4D6)&(instructionReg[31:21] <= 11'h558))|((instructionReg[31:21] >= 11'h650)
		&(instructionReg[31:21] <= 11'h658))|((instructionReg[31:21] >= 11'h69A)&(instructionReg[31:21] <= 11'h758)))&(instructionReg[20:16] != 5'd31))begin
			if((((instructionExec[31:21] >= 11'h488)&(instructionExec[31:21] <= 11'h491))|(((instructionExec[31:21] >= 11'h450) & (instructionExec[31:21] <= 11'h458))|
				((instructionExec[31:21] >= 11'h4D6)&(instructionExec[31:21] <= 11'h558))|((instructionExec[31:21] >= 11'h650)&(instructionExec[31:21] <= 11'h658))|
				((instructionExec[31:21] >= 11'h69A)&(instructionExec[31:21] <= 11'h758))))&(instructionExec[4:0] == instructionReg[20:16]))begin
				BForward = 1;
			end else if((((instructionMem[31:21] >= 11'h488)&(instructionMem[31:21] <= 11'h491))|(((instructionMem[31:21] >= 11'h450) & (instructionMem[31:21] <= 11'h458))|
				((instructionMem[31:21] >= 11'h4D6)&(instructionMem[31:21] <= 11'h558))|((instructionMem[31:21] >= 11'h650)&(instructionMem[31:21] <= 11'h658))|
				((instructionMem[31:21] >= 11'h69A)&(instructionMem[31:21] <= 11'h758)))|(instructionMem[31:21] == 11'h7C2))&(instructionMem[4:0] == instructionReg[20:16]))begin
				BForward = 2;
			end
		end
	end
endmodule
==> design/flow/run.sh <==
#!/bin/bash
# OpenROAD 26Q1-2900-gdf79404cd8, Yosys 0.63+post, stock flow scripts
make -C /OpenROAD-flow-scripts/flow DESIGN_CONFIG=/design/flow/config.mk WORK_HOME=/design/flow/orfs finish
==> design/flow/config.mk <==
export PLATFORM = sky130hd
export DESIGN_NAME = forwardingControlUnit
export DESIGN_NICKNAME = forwardingControlUnit
export VERILOG_FILES = /design/flow/design.v
export SDC_FILE = /design/flow/constraint.sdc
export NUM_CORES = 4
export LEC_CHECK = 1
export CORE_AREA = 10 10 85 85
export DIE_AREA = 0 0 95 95
==> design/flow/constraint.sdc <==
current_design forwardingControlUnit

set clk_period 3.8
set clk_io_pct 0.2

create_clock -name clk0 -period $clk_period

set non_clock_inputs [all_inputs -no_clocks]
set_input_delay [expr $clk_period * $clk_io_pct] -clock clk0 $non_clock_inputs
set_output_delay [expr $clk_period * $clk_io_pct] -clock clk0 [all_outputs]
==> load_flow_metrics.sql <==
-- physical implementation figures
INSERT INTO impl_metrics (metric_group, metric, value, unit) VALUES
('run_status', 'run_status', 'completed', ''),
('timing', 'final_setup_slack_of_the_worst_path', '0.1365', 'ns'),
('final_layout', 'seq_cell_count', '0', ''),
('grt', 'met1_usage', '11.16', '%'),
('floorplanning', 'die_h', '95', 'um'),
('grt', 'grt_max_degree', '11', ''),
('logic_synthesis', 'synth_cell_type_count', '45', ''),
('logic_synthesis', 'netlist_area', '993.5', 'um^2'),
('power', 'finalPower', '0.0001947', 'W'),
('grt', 'global_route.peak_usage_layer', 'met2', ''),
('worst_setup_path', 'worstPathRequired', '3.04', 'ns'),
('worst_setup_path', 'critical_path.endpoint_type', 'output pin', ''),
('logic_synthesis', 'postSynthCellCount', '144', ''),
('drt', 'diodes_inserted', '0', ''),
('timing', 'fmax', '0.2730', 'GHz'),
('placed_design', 'place.detailed.instances', '311', ''),
('timing', 'hold_violations', '0', ''),
('logic_synthesis', 'post-synth-top-area-fraction', '13.22', '%'),
('flow_run', 'tool_warnings', '70', ''),
('drt', 'post_detailed_route_count_of_antenna_violating_nets', '0', ''),
('drt', 'via_count', '1447', ''),
('drt', 'detail_route.vias_per_cell', '4.623', ''),
('worst_setup_path', 'critical_path_peak_fanout', '2', ''),
('logic_synthesis', 'most_common_cell', 'sky130_fd_sc_hd__xor2_1', ''),
('floorplanning', 'die-area', '9025', 'um^2'),
('worst_setup_path', 'worstPathArrival', '2.90', 'ns'),
('logic_synthesis', 'synthDominantAreaCellType', 'sky130_fd_sc_hd__xor2_1', ''),
('final_layout', 'seq_area', '0', 'um^2'),
('timing', 'worst_slew_margin_rel', '79.31', '%'),
('grt', 'globalRouteMet2Util', '14.99', '%'),
('drt', 'detailedRoute.firstIterationViolations', '9', ''),
('drt', 'drt-total-wl', '3915', 'um'),
('timing', 'finalClockPeriodUsage', '96.41', '%'),
('final_layout', 'instances_no_fill', '313', ''),
('grt', 'globalRouteTotalUtil', '8.589', '%'),
('logic_synthesis', 'synth_seq_share', '0', '%'),
('worst_setup_path', 'cp-startpoint', 'instructionMem[22]', ''),
('placed_design', 'numPortBuffers', '62', ''),
('power', 'leakagePower', '0.7647', 'nW'),
('grt', 'grt_overflow_total', '0', ''),
('grt', 'vias_in_the_first_global_route', '1442', ''),
('floorplanning', 'die.size.x', '95', 'um'),
('power', 'pwr_density_cell', '95.83', 'nW/um^2'),
('worst_setup_path', 'worstSetupPathType', 'in2out', ''),
('logic_synthesis', 'netlist_top_cells_count', 'sky130_fd_sc_hd__xor2_1 (15), sky130_fd_sc_hd__xnor2_1 (14), sky130_fd_sc_hd__nand3_1 (10), sky130_fd_sc_hd__nor3_1 (10), sky130_fd_sc_hd__a21oi_1 (9)', ''),
('timing', 'worst_slew_pin_slew', '0.3056', 'ns'),
('floorplanning', 'rows', '27', ''),
('floorplanning', 'core_area', '5473', 'um^2'),
('placed_design', 'place_ws', '-0.2329', 'ns'),
('logic_synthesis', 'yosys_warnings', '1', ''),
('grt', 'global_routing_usage_on_met3', '2.003', '%'),
('timing', 'rsz_0062_raised_after_global_routing', 'false', ''),
('worst_setup_path', 'critical_path.max_stage_delay', '0.48', 'ns'),
('worst_setup_path', 'sort_of_element_at_the_start_of_the_critical_path', 'primary input', ''),
('logic_synthesis', 'yosysChipArea', '993.5', 'um^2'),
('drt', 'wl_per_cell', '12.51', 'um'),
('final_layout', 'layout.clock_buffers', '0', ''),
('grt', 'grt_pass1_wl', '6596', 'um'),
('power', 'vdd_ir_drop_max', '0.04337', 'mV'),
('worst_setup_path', 'slowest_stage', 'sky130_fd_sc_hd__clkdlybuf4s50_1', ''),
('placed_design', 'dp_hpwl', '3509', 'um'),
('placed_design', 'globalplace.congestion', '0.8394', ''),
('final_layout', 'syn_to_final_growth', '104.5', '%'),
('logic_synthesis', 'average_size_of_a_mapped_cell', '6.899', 'um^2'),
('grt', 'number_of_antenna_violations_at_the_first_check_in_global_routing', '0', ''),
('worst_setup_path', 'critical_path.top_delay_family', 'simple AND/OR/NAND/NOR gates', ''),
('timing', 'finalWorstPathRequiredPeriod', '3.663', 'ns'),
('drt', 'detail_route.first_pass.iterations', '4', ''),
('flow_run', 'max-cap-violations', '0', ''),
('timing', 'drv_slew', '0', ''),
('cts', 'postCtsHoldBufs', '0', '');
==> where the power goes <==
part           leakage [nW]  internal (W)  switching (W)
registers                 0             0              0
logic                 0.765      0.000117      0.0000775
clock network             0             0              0
total                 0.765      0.000117      0.0000775
==> how the worst min path moves through the flow <==
| stage | start | end | slack (ns) | depth (start not counted) |
|---|---|---|---|---|
| global route | instructionMem[23] | AForward[1] | 2.48 | 7 |
| CTS | instructionReg[5] | AForward[1] | 2.51 | 4 |
| finish | instructionMem[23] | AForward[1] | 2.40 | 7 |
==> per-layer routing <==
layer / vias up / share of wire [%]
met1: 641 / 43
li1: 765 / -
met3: 0 / 7.7
met5: - / 0
met4: 0 / 0
met2: 41 / 49
==> logic make-up after synthesis <==
logic type	Yosys count	share of synthesized area (%)
AOI/OAI and AO/OA	47	33.00
buffers and inverters	7	3.149
muxes	3	3.023
and+or+nand+nor	58	35.26
xor gates and xnor gates	29	25.57
==> placed cells by master (no fill, tap or decap), types with 3 or more instances in the layout <==
| cell | count |
|---|---|
| sky130_fd_sc_hd__o21ai_0 | 8 |
| sky130_fd_sc_hd__dlymetal6s2s_1 | 4 |
| sky130_fd_sc_hd__nor2_1 | 4 |
| sky130_fd_sc_hd__inv_1 | 3 |
| sky130_fd_sc_hd__o22ai_1 | 3 |
| sky130_fd_sc_hd__nand3b_1 | 4 |
| sky130_fd_sc_hd__buf_4 | 39 |
| sky130_fd_sc_hd__nand4b_1 | 3 |
| sky130_fd_sc_hd__nand2_1 | 6 |
| sky130_fd_sc_hd__clkdlybuf4s50_1 | 54 |
| sky130_fd_sc_hd__dlygate4sd2_1 | 3 |
| sky130_fd_sc_hd__xor2_1 | 15 |
| sky130_fd_sc_hd__nand2b_1 | 4 |
| sky130_fd_sc_hd__a21oi_1 | 9 |
| sky130_fd_sc_hd__nand3_1 | 10 |
| sky130_fd_sc_hd__o211ai_1 | 4 |
| sky130_fd_sc_hd__o21a_1 | 3 |
| sky130_fd_sc_hd__nor3_1 | 8 |
| sky130_fd_sc_hd__mux2i_1 | 3 |
| sky130_fd_sc_hd__xnor2_1 | 14 |
| sky130_fd_sc_hd__a31oi_1 | 4 |
==> per-stage QoR <==
stage | area [um^2] | util, % | TNS (ns) | hold WS, ns
after floorplan | 993.5 | - | 0 | 1.551
after global placement | 1962 | 35.85 | -0.6073 | 2.567
after detailed placement | 1962 | 35.85 | -0.5855 | 2.570
after CTS | 1983 | 36.24 | 0 | 2.506
after global routing | 2032 | 37.13 | 0 | 2.485
final | 2032 | 37.13 | 0 | 2.403
==> area by class of cell <==
| cell class | instances | area [um^2] |
|---|---|---|
| multi-input combinational | 137 | 1011 |
| timing repair buffer | 101 | 919.6 |
| inverter | 3 | 11.26 |
| fill | 575 | 3441 |
| tap | 72 | 90.09 |
==> timing repair <==
item / 4_1_cts / 5_1_grt
endpoints found under the setup margin: 3 / 3
setup buffers: 1 / 1
gates resized: 8 / 11
pin swaps: 5 / 5
Power is estimated from default activity; no workload was simulated.
